**config.mk**
```make
export PLATFORM = sky130hd
export DESIGN_NAME = debouncer
export DESIGN_NICKNAME = debouncer
export VERILOG_FILES = /design/flow/design.v
export SDC_FILE = /design/flow/constraint.sdc
export NUM_CORES = 4
export LEC_CHECK = 1
export CORE_AREA = 10 10 110 110
export DIE_AREA = 0 0 120 120
```
**constraint.sdc**
```tcl
current_design debouncer

set clk_period 4.6
set clk_io_pct 0.2

create_clock -name clk0 -period $clk_period [get_ports {clk}]

set non_clock_inputs [all_inputs -no_clocks]
set_input_delay [expr $clk_period * $clk_io_pct] -clock clk0 $non_clock_inputs
set_output_delay [expr $clk_period * $clk_io_pct] -clock clk0 [all_outputs]
```
**design.v**
```verilog
`timescale 1ns / 1ps
module debouncer(
    input clk,
    input n_rst,
    input btn_i,
    output reg btn_o
    );
    parameter N = 22;
    reg[N-1:0] count;
    reg[N-1:0] count_next;
    reg DFF1, DFF2;
    wire q_add;
    wire q_reset;
    assign q_reset = (DFF1 ^ DFF2);
    assign q_add = ~(count[N-1]);
    always @ (posedge clk)
    begin
        if (n_rst == 1'b0)
        begin
            DFF1 <= 1'b0;
            DFF2 <= 1'b0;
            count <= { N {1'b0} };
        end
        else
        begin
            DFF1 <= btn_i;
            DFF2 <= DFF1;
            count <= count_next;
        end
    end
    always @ (q_reset, q_add, count)
    begin
        case({q_reset, q_add})
            2'b00:
                count_next <= count;
            2'b01:
                count_next <= count + 1;
            default:
                count_next <= { N {1'b0} };
        endcase
    end
    always @ (posedge clk)
    begin
        if (count[N-1] == 1'b1)
            btn_o <= DFF2;
        else
            btn_o <= btn_o;
    end
endmodule
```
**run.sh**
```bash
#!/bin/bash
# OpenROAD 26Q1-2900-gdf79404cd8, Yosys 0.63+post, stock flow scripts
make -C /OpenROAD-flow-scripts/flow DESIGN_CONFIG=/design/flow/config.mk WORK_HOME=/design/flow/orfs finish
```
==> results.cfg <==
; flow metrics
[status]
status = completed

[clocking]
cts_tree = done
h-tree-depth = 1
hold_buffers = 0
numCtsBuffers = 3
cts_buffer_depth = 2
root_buffer = clkbuf_8
post_cts_buffers = 0
clock_latency_ns = 0.26
cts_resized = 0
clkTransAtPathRegs_ns = 0.08
cts_sinks = 25

[final_layout]
layout-drive-gt1-share_pct = 6.67
final_area_mm2 = 0.00131
instances_no_fill = 253
area_growth_syn_to_layout_pct = 21.3
post-route-util_pct = 13.4

[setup_path]
arrival_ns = 1.06
cp_top_family = buffers and inverters
endpoint_kind = primary output
cp_cell_sequence = clkdlybuf4s50_1
required_ns = 3.68
critPathBufInv = 1
path_max_fanout = 1
path_class = reg -> out
start_kind = flip-flop
critPathMaxStageDelay_ns = 0.46
crit_slowest_cell = clkdlybuf4s50_1

[sta]
setup_tns_ns = 0
finalMaxSlewViolations = 0
setup_viol = 0
rsz0062_at_grt = false
setup_ws_ns = 2.62
final.min_clock_period_ns = 1.98
worstMarginPinSlew_ns = 0.782
hold_viol = 0
fmax_ghz = 0.506
slew_headroom_pct = 47.9
post-route-period-util_pct = 42.9
fin_skew_ns = 0.00101

[routing]
wl_met1_um = 993
drc = 0
wire_per_inst_um = 7.53
first_pass_iters = 4
wirelength_mm = 1.90
wl_met3_um = 112
via_per_inst = 3.23
dr_wl_met2_um = 788
postRouteAntennaNets = 0
diodes = 0
vias = 816
drt_iter0_markers = 16
highest_layer = met4

[grt]
grt_pass1_vias = 714
track_usage_pct = 2.74
grt_pass1_wl_mm = 3.35
grt_start_max_net_pins = 22
antenna_found_initial = 0
grt_overflow = 0

[floorplan]
die_w_um = 120
placementRows = 36
io_pins = 4
die-height_um = 120
core_area_mm2 = 0.00977
die-area_mm2 = 0.0144
fp_util_pct = 11.0

[logic_synthesis]
ys.flops = 25
syn_area_mm2 = 0.00108
syn-instance-count = 116
syn_area_per_cell_um2 = 9.30
synth_seq_share_pct = 47.3
ys_cells = 116
ys_chip_area_mm2 = 0.00108
synth_warnings = 1
synth_cell_type_count = 29

[pwr]
leakagePower_uw = 0.000425
vdd_drop_max_mv = 0.102
powerDensity_mw_per_mm2 = 275

[placed_design]
detailedPlace.worstSlack_ns = 2.35
gp_congestion = 0.786
place_inst = 249
placed_area_mm2 = 0.00126
io_buffers = 3
dp_hpwl_mm = 1.28

[run]
tool_warnings = 25
drv_cap = 0

[worst_hold_path]
hold_path_class = reg -> reg
## kinds of logic (layout without fill, tap and decap cells)
| family | Yosys count | after routing | share of synthesized area, % |
|---|---|---|---|
| mux | 1 | 1 | 0.928 |
| compound gates | 17 | 17 | 8.12 |
| xor+xnor | 13 | 13 | 10.6 |
| fa+ha+maj | 1 | 1 | 1.16 |
| simple gates | 54 | 54 | 30.2 |
| flops | 25 | 25 | 47.3 |
| buf+inv | 5 | 9 | 1.74 |
## final timing paths
kind	endpoint	slack [ns]	from	cells after the start
setup / recovery	btn_o	2.62	btn_o	1
hold / removal	btn_o	0.46	DFF2	0
setup reg to reg	count[18]	2.75	count[0]	5
hold reg to reg	btn_o	0.46	DFF2	0
## cells in the mapped netlist
master,number,area (µm²)
a21oi_1,8,40.0
and2_1,2,12.5
and3_1,2,12.5
and3b_1,1,8.76
and4_1,2,17.5
and4_2,1,10.0
clkbuf_1,3,11.3
dfxtp_1,24,480
edfxtp_1,1,30.0
ha_1,1,12.5
inv_1,2,7.51
mux2i_1,1,10.0
nand2_1,6,22.5
nand2b_1,1,6.26
nand3_1,4,20.0
nand4_1,5,31.3
nand4_2,1,12.5
nand4b_4,1,23.8
nor2_1,13,48.8
nor2b_1,2,12.5
nor3_1,3,15.0
nor4_1,1,6.26
o21a_1,1,7.51
o21ai_0,8,40.0
or3_1,7,43.8
or3_2,1,7.51
or4b_4,1,13.8
xnor2_1,5,43.8
xor2_1,8,70.1
## registers in the layout (all words and copies together) (netlist names)
name	count
count	22
btn_o	1
DFF2	1
DFF1	1
## layout by cell type, fill, tap and decap left out, types with 4 or more instances in the layout
cell type / instances
o21ai_0: 8
dfxtp_1: 24
xor2_1: 8
nor2_1: 13
nand3_1: 4
a21oi_1: 8
xnor2_1: 5
or3_1: 7
nand4_1: 5
nand2_1: 6
## cell type report
type / count / area [µm²]
Timing Repair Buffer: 3 / 30.0
Multi-Input combinational cell: 86 / 549
Clock buffer: 4 / 45.0
Sequential cell: 25 / 510
Tap cell: 133 / 166
Fill cell: 1102 / 8470
Inverter: 2 / 7.51
## per-layer routing
metal	up-vias	global-route usage, %
met1	387	3.75
met3	2	1.33
met2	11	3.99
li1	416	-
met5	-	0
met4	0	0.226
## where the power goes
part | total, µW | internal, µW | switching (µW)
registers | 223 | 220 | 2.85
clock network | 125 | 61.8 | 62.9
logic | 12.3 | 5.06 | 7.24
## per-stage QoR
stage / hold WS (ns) / power [µW]
floorplan: 0.428 / 237
global placement: 0.444 / 240
detailed placement: 0.446 / 241
CTS: 0.468 / 368
global route: 0.486 / 379
finish: 0.464 / 360
Power and IR drop assume default switching activity.
